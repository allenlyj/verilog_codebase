--- /design/flow/run.sh ---
#!/bin/bash
# OpenROAD 26Q1-2900-gdf79404cd8, Yosys 0.63+post, stock flow scripts
make -C /OpenROAD-flow-scripts/flow DESIGN_CONFIG=/design/flow/config.mk WORK_HOME=/design/flow/orfs finish
--- /design/flow/config.mk ---
export PLATFORM = sky130hd
export DESIGN_NAME = Converter
export DESIGN_NICKNAME = Converter
export VERILOG_FILES = /design/flow/design.v
export SDC_FILE = /design/flow/constraint.sdc
export NUM_CORES = 4
export LEC_CHECK = 1
export CORE_UTILIZATION = 50
--- /design/flow/design.v ---
`timescale 1ns / 1ps
module Converter #(parameter INPUT_WIDTH = 8,
                   parameter OUTPUT_WIDTH = 32)(
    input[INPUT_WIDTH-1:0] data,
    input sop,
    input eop,
    input rst,
    input clk,
    output[OUTPUT_WIDTH-1:0] number,
    output valid,
    output error
    );
    localparam IDLE = 0;
    localparam WORKING = 1;
    localparam RESULT = 2;
    reg[INPUT_WIDTH-1:0] decimal_st1 = 0;
    reg[INPUT_WIDTH-1:0] base = 0;
    reg sop_st1 = 0;
    reg eop_st1 = 0;
    reg rst_sync = 0;
    reg err = 0;
    reg err_next;
    reg[OUTPUT_WIDTH-1:0] result;
    wire[OUTPUT_WIDTH-1:0] result_next;
    reg[1:0] state = IDLE;
    reg[1:0] state_next;
    always @(posedge clk or posedge rst)
        begin
            if (rst)
                rst_sync <= 1'b1;
            else
                rst_sync <= 1'b0;
        end
    always @(posedge clk or posedge rst_sync)
        begin
            if (rst_sync)
                begin
                    state <= IDLE;
                    sop_st1 <= 'b0;
                    eop_st1 <= 1'b0;
                    result <= 'd0;
                    err <= 1'b0;
                    base <= 'd0;
                    decimal_st1 <= 'd0;
                end
            else
                begin
                    state <= state_next;
                    result <= result_next;
                    sop_st1 <= sop;
                    eop_st1 <= eop;
                    err <= err_next;
                    if (sop)
                        decimal_st1 <= data;
                    else
                        decimal_st1 <= data - 48;
                    if (sop_st1)
                        base <= decimal_st1;
                end
        end
    always @(*)
        begin
            state_next = IDLE;
            case(state)
            IDLE: state_next = sop_st1?WORKING:IDLE;
            WORKING: state_next = eop_st1?RESULT:WORKING;
            RESULT: state_next = sop_st1?WORKING:IDLE;
            default: state_next = state;
            endcase
        end
    always @(*)
        begin
            err_next = err;
            if (state != WORKING)
                err_next = 'b0;
            else if (decimal_st1 >= base)
                err_next = 'b1;
            else
                err_next = err;
        end
    assign valid = (state==RESULT)?'b1:'b0;
    assign result_next = (state==WORKING)?result*base+decimal_st1:'d0;
    assign number = result;
    assign error = err;  
endmodule
--- /design/flow/constraint.sdc ---
current_design Converter

set clk_period 1.0
set clk_io_pct 0.2

create_clock -name clk0 -period $clk_period [get_ports {clk}]

set non_clock_inputs [all_inputs -no_clocks]
set_input_delay [expr $clk_period * $clk_io_pct] -clock clk0 $non_clock_inputs
set_output_delay [expr $clk_period * $clk_io_pct] -clock clk0 [all_outputs]
==> summary.txt <==
Notes on the flow run.

- The type of the worst min-delay path is reg2async, for reference.
- The insertion delay of the later-clocked pin in the worst-skew pair is 0.31 ns, for reference.
- The clock passes through at most 2 buffers.
- The script logs the ratio of routed vias to standard cells as 4.93.
- After detailed placement, the design holds a cell count of 1,436.
- The final RePlAce weighted congestion is 0.911, for reference.
- The peak per-stage delay on the critical path is 0.53 ns, for reference.
- Averaged over all synthesized cells, the footprint is 9.09 um^2.
- The chip occupies 19,100 um^2.
- In this run the power density over the cells is 2350 nW/um^2.
- The layout filler cell count is 1,336, for reference.
- The script logs the mean routed wire length per placed instance as 16.0 um.
- The wire-length estimate of the detail-placed layout is 18,800 um.
- The most common cell after layout, fill and taps aside is inv_1, for reference.
- The run finished, with violations left.
- The number of H-tree levels is 2, for reference.
- Across all layers, the routed design uses 7,361 vias.
- The data required time of the critical path is 1.25 ns, for reference.
- The number of antenna diodes in the final layout is 0.
- The count of input and output buffers is 45, for reference.
- The post-route fraction of the period consumed by the critical path is 4.86, for reference.
- The share of the Yosys chip area taken by registers is 0.146.
- At the floorplan stage, the core utilization is reported as 0.513.
- The first TritonRoute pass finished after 48 iterations.
- The max-capacitance violation count is 0, for reference.
- The maximum number of pins on one net before global-route repair is 26, for reference.
- The critical path in the final layout is reported with a setup slack of -3.86 ns.
- Max-slew check failures listed in the final report amount to 0.
- The slowest stage cell on the critical path is fa_1, for reference.
- The count of instantiated cells in the yosys netlist is 1,020, for reference.
- The clock-pin slew of the registers on the worst-case setup and hold paths is 0.08 ns, for reference.
- The data arrival time at the worst-slack endpoint is 5.11 ns, for reference.
- The number of antenna violations at the first check in global routing is 0, for reference.
- The synthesized netlist has a Yosys-reported chip area of 9280 um^2.
- The main flop type after synthesis is dfrtp_1, for reference.
- After synthesis, the share of flip-flops with an asynchronous set or reset is 1.00.
- The worst voltage drop across the vdd grid is 2220 uV, for reference.
- The first global-routing pass estimated 39,900 um of wire.
- Setup repair after global routing could not meet its margin everywhere.
- The type of element capturing the critical path is a flop, for reference.
- The final reports fail on DRC, setup timing.
- Clock skew on the completed layout was measured at 0.0144 ns.
- By instance count, the cell type seen most on the critical path is fa_1.
- The logs give a warning total of 28.
- The cell count after synthesis came out at 1,020.
- The sum of routed wire length over all layers is 24,000 um, for reference.
- The critical path start-end classification is reg2reg, for reference.
- The core region is 18,100 um^2.
- Once detail routing completed, the nets flagged for antenna violations numbered 0.
- STA classifies the critical path startpoint as a flop.
- The final count of hold timing violations is 0, for reference.
- Before any placement, the netlist area is recorded as 9280 um^2.
- The count of boundary I/O pins is 46, for reference.
- The post-synth register bit count is 54.
- The filler-free cell count of the finished design is 1,494, for reference.
- In the routed design, unresolved DRC markers number 10.
- In this run the layout overhead on the synthesized area is reported as 40.1%.
- The number of hold buffers added after CTS was 0.
- The number of global-route vias before repair was 7,875.
- Summed over all layers, the global routing overflow is 0.
- The root buffer cell is clkbuf_16, for reference.
- Overall power consumption after layout is estimated at 30.5 mW.
- The highest achievable clock rate is 206 MHz, for reference.
- The layout summary lists the proportion of cells stronger than drive strength 1 as 0.346.
- The floorplan step set the die width to 138 um.
- The number of rows created at floorplan is 49, for reference.
- The number of sinks on the clock net is 54, for reference.
- In this run the critical path is formed by and2_1 > fa_1 > fa_1 > fa_1 > inv_1 > fa_1 > inv_2 > ha_4 > a2111oi_4 > o21ai_2 > a22o_1 > a311oi_4 > nor3_2 > o31a_1 > or3_1 > a21oi_2.
- The last timing report of the flow puts the setup violation total at 68.
- The static leakage is 6.45 nW, for reference.
- The warning tally printed by Yosys for this design is 1.
- Per the cell usage report, the commonest logic cells after layout are inv_1, and2_1, fa_1.
- The number of library cell types mapped by synthesis is 43, for reference.
- The routed design could run at a clock period as short as 4.86 ns.
- The height of the chip is 138 um, for reference.
- The post-synth count of flops with an enable pin is 0.
- The TritonCTS buffer count is 5, for reference.
- The total routing usage reported by global routing is 0.287, for reference.
- The report shows a maximum critical-path fanout of 5.
- Per the log, the first TritonRoute iteration ended with a DRC count of 205.
- The CTS tree is done, for reference.
-- logic make-up (layout without fill, tap and decap cells) --
logic type | after synthesis | count (layout) | share of synthesized area
other | 1 | 1 | 0.000404
multiplexers | 2 | 2 | 0.00243
AND/OR/NAND/NOR | 328 | 328 | 0.190
buffers and inverters | 270 | 515 | 0.109
XOR/XNOR | 39 | 39 | 0.0368
adder cells (fa/ha/maj) | 236 | 236 | 0.450
flip-flops | 54 | 54 | 0.146
AND-OR/OR-AND | 90 | 90 | 0.0645
-- cell type report --
type	count	area [um^2]	share of cell area
Multi-Input combinational cell	696	7730	0.595
Timing Repair Buffer	262	2490	0.191
Sequential cell	54	1390	0.107
Inverter	245	936	0.0720
Tap cell	229	287	0.0220
Clock buffer	6	129	0.00991
Clock inverter	2	38.8	0.00298
-- final timing paths --
| kind | startpoint | to | slack, ns | cells past startpoint |
|---|---|---|---|---|
| min reg2reg | rst_sync | result[31] | 0.15 | 1 |
| max | result[2] | result[28] | -3.86 | 16 |
| max in group asynchronous | rst_sync | result[11] | 0.44 | 2 |
| max reg2reg | result[2] | result[28] | -3.86 | 16 |
| min in group clk0 | data[5] | decimal_st1[5] | 0.25 | 2 |
| min | rst_sync | result[31] | 0.15 | 1 |
-- where the power goes --
group	internal, mW	total (mW)	switching, mW
clock network	1.19	2.07	0.878
registers	2.67	3.31	0.642
logic	12.8	25.1	12.3
total	16.7	30.5	13.8
-- synth_stat cells, types with 2 or more instances --
cell type | number | share of area
mux2_2 | 2 | 0.0024
nor2_1 | 39 | 0.016
nand2_1 | 70 | 0.028
a21oi_1 | 20 | 0.011
ha_1 | 73 | 0.098
o21ai_0 | 22 | 0.012
o21ai_1 | 2 | 0.0011
a21o_1 | 9 | 0.0073
or3_1 | 3 | 0.0020
xnor2_1 | 24 | 0.023
o21bai_1 | 2 | 0.0016
o31ai_1 | 4 | 0.0032
o21a_1 | 5 | 0.0040
a211oi_1 | 10 | 0.0081
clkbuf_1 | 25 | 0.010
nor2b_1 | 2 | 0.0013
xor2_1 | 15 | 0.014
nand3_1 | 8 | 0.0043
a31oi_1 | 3 | 0.0020
dfrtp_1 | 53 | 0.14
fa_1 | 163 | 0.35
and2_1 | 190 | 0.13
and3_1 | 3 | 0.0020
a311oi_1 | 2 | 0.0019
nor3_1 | 5 | 0.0027
inv_1 | 245 | 0.099
nand2b_1 | 5 | 0.0034
-- critical path, delay by kind of cell, from the launching register on --
kind                       cells  cell delay (ns)
and+or+nand+nor                3             0.65
adders and majority gates      5             2.24
AOI/OAI and AO/OA              6             1.34
DFF                            1             0.46
buffers and inverters          2             0.10
-- through the flow --
step                setup TNS (ns)  instance area, um^2  utilization  worst slack (ns)  hold WS (ns)
detailed placement         -113.92                11600        0.642             -4.08         0.166
CTS                        -108.94                12700        0.702             -3.86         0.160
global route               -114.54                13000        0.719             -4.00         0.171
floorplan                   -89.54                 9720            -             -3.76        0.0897
finish                     -108.13                13000        0.719             -3.86         0.155
global placement           -113.79                11600        0.642             -4.03         0.168
-- registers in the layout, indices dropped and copies added (netlist names) --
name	count
eop_st1	1
rst_sync	1
state	2
result	32
sop_st1	1
base	8
decimal_st1	8
err	1
-- timing repair --
| action | CTS | global route |
|---|---|---|
| resized | 270 | 87 |
| cloned | 1 | 0 |
| setup buffers | 53 | 18 |
| pin swaps | 66 | 70 |
| endpoints found under the setup margin | 73 | 75 |
-- metal layers --
metal / vias up / part of all wire / global-route usage
met5: - / 0 / 0
met4: 0 / 0.023 / 0.0479
met3: 36 / 0.057 / 0.0727
met2: 168 / 0.48 / 0.453
met1: 3636 / 0.44 / 0.436
li1: 3521 / - / -
Power is estimated from default activity; no workload was simulated.
