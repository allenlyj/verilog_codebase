`flow/config.mk`:
```
export PLATFORM = sky130hd
export DESIGN_NAME = mainlogic
export DESIGN_NICKNAME = mainlogic
export VERILOG_FILES = /design/flow/design.v
export SDC_FILE = /design/flow/constraint.sdc
export NUM_CORES = 4
export LEC_CHECK = 1
export CORE_AREA = 10 10 113 113
export DIE_AREA = 0 0 123 123
```
`flow/constraint.sdc`:
```
current_design mainlogic

set clk_period 1.6
set clk_io_pct 0.2

create_clock -name clk0 -period $clk_period [get_ports {rclock}]
create_clock -name clk1 -period $clk_period [get_ports {tclock}]

set non_clock_inputs [all_inputs -no_clocks]
set_input_delay [expr $clk_period * $clk_io_pct] -clock clk0 $non_clock_inputs
set_output_delay [expr $clk_period * $clk_io_pct] -clock clk0 [all_outputs]
```
`flow/design.v`:
```
`timescale 1ns / 1ps
module mainlogic # (parameter DATA_WIDTH=32)
(
    input reset,
    input [DATA_WIDTH-1:0] datain,
    input rclock,
    input tclock,
    input inrequest,
    output [DATA_WIDTH-1:0] dataout,
    output reg incapable,
    output reg outvalid
    );
localparam TIDLE = 2'd0,
           TSENDING = 2'd1,
           TFINISHING = 2'd2,
           RIDLE = 2'd0,
           RSENDING = 2'd1,
           RFINISHING = 2'd2;
reg rack_sync;
reg rack_d1;
reg[1:0] tstate = TIDLE;
reg[1:0] tstate_next;
reg tack;
reg[DATA_WIDTH-1:0] datain_next;
reg[DATA_WIDTH-1:0] datain_registered = {DATA_WIDTH{1'b0}};
reg tack_sync;
reg tack_d1;
reg rack;
reg[1:0] rstate = RIDLE;
reg[1:0] rstate_next;
assign dataout = datain_registered;
always @(*)
begin
    tack = 1'b0;
    tstate_next = tstate;
    datain_next = datain_registered;
    incapable = 1'b0;
    case(tstate)
    TIDLE:
    begin
        incapable = 1'b1;
        if (inrequest)
        begin
            tstate_next = TSENDING;
            datain_next = datain;
        end
    end
    TSENDING:
    begin
        tack = 1'b1;
        if (rack_sync)
            tstate_next = TFINISHING;
        else
            tstate_next = TSENDING;
    end
    TFINISHING:
    begin
        tack = 1'b0;
        if (rack_sync)
            tstate_next = TFINISHING;
        else
        begin
            incapable = 1'b1;
            if (inrequest)
            begin
                tstate_next = TSENDING;
                datain_next = datain;
            end
            else
                tstate_next = TIDLE;
        end        
    end
    default: ;
    endcase
end
always @(posedge tclock or negedge reset)
begin
    if(!reset)
    begin
        tstate <= TIDLE;
        datain_registered <= {DATA_WIDTH{1'b0}};
    end  
    else
    begin
        tstate <= tstate_next;
        datain_registered <= datain_next;
        rack_d1 <= rack;
        rack_sync <= rack_d1;
    end
end 
always @(*)
begin
    rstate_next = rstate;
    rack = 1'b0;
    outvalid = 1'b0;
    case(rstate)
    RIDLE:
    if (tack_sync)
    begin
        rstate_next = RSENDING;
        outvalid = 1'b1;
    end
    RSENDING:
    begin
    rack = 1'b1;
    if (!tack_sync)
        rstate_next = RIDLE;
    end
    default:;
    endcase
end
always@(posedge rclock or negedge reset)
begin
    if (!reset)
    rstate <= RIDLE;
    else
    begin
        rstate <= rstate_next;
        tack_d1 <= tack;
        tack_sync <= tack_d1;
    end
end
endmodule
```
`flow/run.sh`:
```
#!/bin/bash
# OpenROAD 26Q1-2900-gdf79404cd8, Yosys 0.63+post, stock flow scripts
make -C /OpenROAD-flow-scripts/flow DESIGN_CONFIG=/design/flow/config.mk WORK_HOME=/design/flow/orfs finish
```
==> design notes <==
The run finished, with violations left. The checks that failed: setup timing. The floorplan step records an initial core utilization of 16.45%.

The path depth of the worst reg2reg path is 8, and the maximum resistive drop on vdd is 0.5908 mV. The flip-flop and latch count after synthesis came out at 39. The share of synthesized area in the top cell type comes to 51.58%. The report gives the cell count of the worst hold path as 0. Per the GRT log, the top usage layer is met1. Sorting the Yosys area breakdown by cell type puts at the top dfrtp_1. Clock input transition at the sequential cells of the worst setup and hold paths: 0.07 ns.

In this run the register-to-register setup slack is -0.13 ns. The synthesized netlist handed to floorplanning was reported with a cell count of 100. The run gives 3.099% as the fraction of met3 tracks used by global routing. dfrtp_1 is the most common cell in the netlist.

For this sky-water flow run, the detailed-routed wirelength per cell is reported as 13.13 um. The placement report lists the number of port buffers as 68. The floorplan report gives the top-level pin count as 70. The layout report lists the combined flip-flop and latch area as 996.0 um2. The worst clock skew is 0.002337 ns, and the antenna diode count is 0.

Per the timing report, the most critical flop-to-flop path originates at tstate[1]. Per the timing report, the biggest fanout along the worst path comes to 8. Summing all placed instances gives a cell area of 2620 um2. With the via count of the first global-routing pass at 1,288, the ratio of routed vias to standard cells is 3.386.

Looking at the max-slew report, the worst-margin pin has a slew of 0.2347 ns. The class of the most critical hold timing path is flip-flop to flip-flop. At the worst endpoint, the arrival time is 1.90 ns.

After floorplanning, the core was divided into 37 placement rows. TritonCTS built the clock tree. Of all flip-flops after synthesis, the portion carrying an async set or reset was 89.74%.

The count of nets left with antenna violations once routing finished came out at 0. For met1 alone, demand over resource in global routing was 8.089%. The placement summary gives the final routability congestion estimate as 0.7369. For this run, global-route usage on met2 was measured as 7.965%. Endpoints failing hold in the final report were tallied at 0. Leaving out buffers and inverters, the combinational logic in the layout accounts for 711.9 um2. Looking at the setup timing report, the critical path kind is flip-flop to flip-flop. The tools report the sort of element at the end of the critical path as a flip-flop. Once iteration 0 of detailed routing completed, the report listed 50 DRC markers. The vertical die dimension reported for this design is 123 um. The tools report the number of sinks on the clock net as 39.

The post-route DRC violation count was 0; the total overflow reported by the global router was 0. The flow measured a signed area growth from synthesis to layout of 74.28%. The post-synthesis cell type count came out at 17. The launch instance of the worst min-delay path was tack_d1.

Entering global routing, the biggest net connects 19 pins. The number of setup violations in the final report was 33. The number of antenna violations at the first check in global routing was 0; the final wirelength was 4.386 mm.

For this run, the chip area from Yosys synthesis comes to 1698 um2. Across all checked pins, the minimum headroom to the slew limit is 84.28%. Worst setup slack after layout: -0.1284 ns.

Overall routing resource usage recorded by global route was 5.801%. In this run, placement finished with an instance count of 310. According to the floorplan report, the total die area is 15,130 um2. After synthesis the cells add up to 1698 um2. The leakage component of the power was reported as 0.001331 uW. Averaged over all synthesized cells, the footprint is 16.98 um2. The synthesis report lists the most area-consuming cells as dfrtp_1 (52%), mux2_4 (27%), edfxtp_1 (7.1%). Looking at the cell usage after synthesis, the top flip-flop cell is dfrtp_1.

The run gives 1.77 ns for the worst path required time. After synthesis, the most frequently instantiated cells are dfrtp_1 (35), mux2_4 (30), ha_1 (6), inv_1 (5), edfxtp_1 (4). The die boundary width is 123 um. The first global-routing pass estimated 6.920 mm of wire. After routing the design area is 2959 um2.

The post-synth count of flops with an enable pin is 4. In this run the maximum-capacitance check reported violations numbering 0. The endpoint of the worst hold path is tack_sync. The launching element type of the critical path is a flip-flop. Per the detail_route report, the via count comes to 1,131.

The terminus of the critical flop-to-flop path is datain_registered[12]. The count of instantiated cells in the yosys netlist is 100, and the estimated wirelength of the detail-placed design is 2.976 mm. The number of detailed-routing iterations run before antenna repair was 2. Max-slew check failures listed in the final report amount to 0. Number of warnings in the stage logs: 32. The power per unit of standard cell area is 1813 nW/um2, and the count of non-filler cells in the finished layout is 334. Per the OpenROAD floorplan log, the area of the core is 10,320 um2. The share of final-layout standard cells stronger than drive strength 1 is 36.36%. Setup repair after global routing could not meet its margin everywhere.

The filler cell count came out at 1,012. Total of warnings raised by yosys: 1. In the Yosys report, the sequential cells make up 58.66% of the chip area.
==> repair_timing <==
action	4_1_cts	5_1_grt
hold buffers	1	0
hold endpoints to repair	1	0
gates cloned	2	0
setup endpoints to repair	33	34
pin swaps	1	2
resized	16	7
buffers inserted	7	4
==> how the worst max path moves through the flow <==
stage	endpoint	from
global route	datain_registered[22]	tstate[1]
finish	datain_registered[12]	tstate[1]
CTS	datain_registered[22]	tstate[1]
==> layout by cell type (no fill, tap or decap), types with 3 or more instances in the layout <==
cell type / count
buf_12: 3
clkbuf_8: 8
dfrtp_1: 35
buf_4: 12
inv_1: 3
edfxtp_1: 4
buf_6: 4
ha_4: 3
clkdlybuf4s50_1: 65
mux2_4: 32
==> routing by layer <==
layer / wire length [um] / vias up / part of all wire (%)
li1: - / 538 / -
met1: 2125 / 532 / 48
met2: 1715 / 54 / 39
met3: 468 / 7 / 11
met4: 76 / 0 / 1.7
met5: 0 / - / 0
==> per-stage QoR <==
stage          setup slack [ns]  hold slack (ns)  util [%]  TNS [ns]  total power (uW)
3_5_place_dp           -0.06378           0.1540     25.38    -1.001              4127
3_3_place_gp           -0.02848           0.1506     25.38   -0.2520              4123
6_report                -0.1284           0.4148     28.66    -3.750              5365
4_1_cts                 -0.1102           0.4124     28.41    -3.173              5403
2_1_floorplan          0.003417          0.02441         -         0              2843
5_1_grt                 -0.1673           0.4189     28.66    -4.908              5768
==> power by group <==
group	internal, uW	switching, uW
Combinational	2050	711
Sequential	1500	273
Clock	466	366
==> final cells by class <==
class                           count  share of cell area (%)
Tap cell                          136                   5.751
Clock buffer                       10                   3.975
Multi-Input combinational cell     53                   24.06
Sequential cell                    39                   33.66
Inverter                            5                  0.7188
Timing Repair Buffer               90                   31.67
Clock inverter                      1                  0.1691
==> worst max-delay path, stage by stage (launching register included) <==
cell	delay, ns
dfrtp_1	0.41
buf_6	0.13
inv_4	0.03
ha_4	0.16
nor2b_4	0.13
o21ai_4	0.17
buf_12	0.15
buf_12	0.14
mux2_4	0.30
==> logic make-up (layout without fill, tap and decap cells) <==
group           Yosys count  in the layout  synth area share (%)
flops                    39             39                 58.66
mux                      32             32                 27.86
compound gates            8              8                 3.685
buf+inv                   8            106                 3.095
fa+ha+maj                 6              6                 4.421
simple gates              6              6                 1.769
xor+xnor                  1              1                0.5159
==> state kept, by name, indices dropped and copies added, names as in the netlist <==
signal / flops
datain_registered: 32
rack_d1: 1
rack_sync: 1
rstate: 1
tack_d1: 1
tack_sync: 1
tstate: 2
Power is estimated from default activity; no workload was simulated.
